==> ./design.v <==
module booth_radix4_multiplier (op1, op2, result);
  input [15 : 0] op1;
  wire signed [15 : 0] op1;
  input [15 : 0] op2;
  wire signed [15 : 0] op2;
  output [31 : 0] result;
  wire signed [31 : 0] result;
  wire signed [17 : 0] extended_op1;
  wire signed [17 : 0] extended_op2;
  sign_extend #(.w(16), .n(2)) sgn (
    .in(op1),
    .out(extended_op1)
  );
  assign extended_op2 = {op2[15], op2, 1'b0};
  reg signed [33 : 0] product;
  reg signed [17 : 0] partial_product;
  reg [2 : 0] booth_bits;
  reg signed [33 : 0] extended_partial_product;
  reg signed [33 : 0] shifted_partial_product;
  integer i;
  always @* begin
    product = 34'd0;
    for(i = 0 ; i < 8 ; i = i + 1) begin
      booth_bits = extended_op2[2*i+2 -: 3];
      partial_product = 18'd0;
      case(booth_bits)
        3'b000:
        begin
          partial_product = 18'd0;
        end
        3'b001:
        begin
          partial_product = extended_op1;
        end
        3'b010:
        begin
          partial_product = extended_op1;
        end
        3'b011:
        begin
          partial_product = extended_op1 <<< 1;
        end
        3'b100:
        begin
          partial_product = extended_op1 <<< 1;
          partial_product = -partial_product;
        end
        3'b101:
        begin
          partial_product = -extended_op1;
        end
        3'b110:
        begin
          partial_product = -extended_op1;
        end
        3'b111:
        begin
          partial_product = 18'd0;
        end
      endcase
      extended_partial_product = {{16{partial_product[17]}}, partial_product};
      shifted_partial_product = extended_partial_product <<< (2*i);
      product = product + shifted_partial_product;
    end
  end
  assign result = product[31 : 0];
endmodule
module sign_extend #(parameter w = 16, parameter n = 1) (in, out);
  input [w-1 : 0] in;
  wire signed [w-1 : 0] in;
  output [w-1+n : 0] out;
  wire signed [w-1+n : 0] out;
  assign out = {{n{in[w-1]}}, in};
endmodule
==> ./run.sh <==
#!/bin/bash
# OpenROAD 26Q1-2900-gdf79404cd8, Yosys 0.63+post, stock flow scripts
make -C /OpenROAD-flow-scripts/flow DESIGN_CONFIG=/design/flow/config.mk WORK_HOME=/design/flow/orfs finish
==> ./config.mk <==
export PLATFORM = sky130hd
export DESIGN_NAME = booth_radix4_multiplier
export DESIGN_NICKNAME = booth_radix4_multiplier
export VERILOG_FILES = /design/flow/design.v
export SDC_FILE = /design/flow/constraint.sdc
export NUM_CORES = 4
export LEC_CHECK = 1
export CORE_UTILIZATION = 30
==> ./constraint.sdc <==
current_design booth_radix4_multiplier

set clk_period 17.0
set clk_io_pct 0.2

create_clock -name clk0 -period $clk_period

set non_clock_inputs [all_inputs -no_clocks]
set_input_delay [expr $clk_period * $clk_io_pct] -clock clk0 $non_clock_inputs
set_output_delay [expr $clk_period * $clk_io_pct] -clock clk0 [all_outputs]
==> flow_summary_export.csv <==
group,metric,value,unit
timing,slew_violations,0,
pwr,p_comb_share,100.0,%
pwr,p_seq_share,0,%
synthesis,ys_types,69,
synthesis,logic_family,"AND-OR/OR-AND gates",
layout,regArea,0,um2
global_routing,grt_pass1_wl,68500,um
synthesis,syn_avg_cell_area,7.15,um2
job,warnings,32,
floorplan,fp-row-count,67,
min_path,hold_start,"op2[0]",
setup_path,startpoint_type,"primary input",
synthesis,ys_cells,1438,
synthesis,yosysChipArea,10300,um2
pwr,total_power,0.00268,W
synthesis,xor_share,6.68,%
routing,wl,44800,um
pwr,leakagePower,4.63,nW
placement,dpl.hpwl,33400,um
routing,wl_per_cell,24.1,um
pwr,vdd_ir_drop_max,0.223,mV
pwr,p_switching,0.00128,W
placement,postPlaceCellArea,11300,um2
timing,fmax,62.6,MHz
routing,vias_per_cell,6.00,
global_routing,grtUsageTotal,26.2,%
min_path,hp-class,"in -> out",
clocking,postCtsResizedCells,0,
floorplan,die-area,35000,um2
synthesis,top_cell,"inv_1",
global_routing,grt_max_degree,60,
routing,route.detailed.drc,0,
routing,drtPass1Iterations,6,
floorplan,fp_util,30.6,%
synthesis,yosysWarnings,1,
timing,tightest_slew,1.02,ns
synthesis,synthAdderAreaFrac,30.4,%
placement,portBuffers,64,
min_path,hold_path_depth,4,
job,drv_cap,0,
floorplan,die_x,187,um
global_routing,grt_pass1_vias,10800,
pwr,clock_power_share,0,%
synthesis,synth-compound-area-share,36.5,%
floorplan,die_y,187,um
synthesis,syn_inst,1438,
timing,fin_setup_tns,0,ns
setup_path,critPathKind,"in -> out",
setup_path,cp.required,13.60,ns
synthesis,synth.top_cell.area_share,21.8,%
synthesis,area_leaders,"fa_1, ha_1, a21oi_1",
layout,clock_buffers,0,
synthesis,ys_seq_share,0,%
layout,ff_count,0,
setup_path,cp_max_fo,13,
clocking,hold_buffers,0,
routing,antenna_left,0,
min_path,min_to,"result[0]",
pwr,p_int,0.00140,W
synthesis,synth.area.mux_share,0.584,%
timing,hold_viol,0,
timing,max_slew_margin,31.8,%
clocking,post_cts_buffers,0,
placement,gp_congestion,1.02,
synthesis,netlist_area,10300,um2
floorplan,io_pins,64,
synthesis,synthSimpleGateAreaFrac,14.5,%
routing,vias,11100,
layout,fill_cells,3544,
layout,stdcell_area,11300,um2
pwr,p_sw_share,47.7,%
synthesis,synth_top_cell_by_area,"fa_1",
synthesis,top_cells_by_count,"inv_1, clkbuf_1, a21oi_1, nor2_1, fa_1",
routing,num_antenna_cells,0,
timing,post-route-min-period,15.98,ns
run_status,outcome,"finished, final reports clean",
timing,fin_hold_ws,8.06,ns
routing,drt-initial-drc-count,1442,
floorplan,core-area,33600,um2
layout,drive_above_1_share,7.88,%
timing,finalClockPeriodUsage,94.0,%
layout,syn2layout_area_growth,10.3,%
timing,setup_viol_count_final,0,
setup_path,end_kind,"output pin",
pwr,p_per_area,236,nW/um2
global_routing,grt_overflow,0,
global_routing,antenna_found_initial,0,
layout,combGateArea,9110,um2
setup_path,critPathArrivalTime,12.58,ns
timing,rsz0062_at_grt,"no",
power by group through the flow:
stage	clock network (W)	registers (W)	logic, W
CTS	0	0	0.00271
finish	0	0	0.00268
global route	0	0	0.00303
layout by cell type (no fill, tap or decap), types with 56 or more instances in the layout:
| master | n |
|---|---|
| inv_1 | 149 |
| a21oi_1 | 118 |
| nor2_1 | 113 |
| fa_1 | 112 |
| o21ai_0 | 106 |
| nand2_1 | 78 |
| a22oi_1 | 76 |
| clkdlybuf4s50_1 | 62 |
| buf_4 | 62 |
| o221ai_1 | 61 |
| ha_1 | 61 |
| xnor2_1 | 56 |
metrics by stage:
| step | cells | setup slack (ns) | util, % |
|---|---|---|---|
| after floorplan | 1438 | 3.88 | - |
| after detailed placement | 1857 | 1.18 | 33.7 |
| after global routing | 1857 | 0.590 | 33.7 |
| after CTS | 1857 | 1.08 | 33.7 |
| final | 1857 | 1.02 | 33.7 |
| after global placement | 1857 | 1.29 | 33.7 |
routing by layer:
layer	wire length, um	track usage [%]	up-vias
li1	-	-	5089
met5	0	0	-
met3	4540	5.92	83
met1	19200	38.0	5322
met2	19700	39.8	639
met4	1320	6.84	0
how the worst max path moves through the flow:
stage,start,endpoint,cells after the start
CTS,op1[0],result[31],25
finish,op1[0],result[31],25
global route,op1[0],result[31],25
worst max-delay path, stage by stage:
cell	delay, ns
clkdlybuf4s50_1	0.67
inv_1	0.35
ha_1	0.54
nor4b_1	0.73
nand2_1	0.24
or4_1	0.50
xnor2_1	0.80
o221ai_1	0.25
o221a_2	0.20
fa_1	0.58
fa_1	0.43
fa_1	0.49
inv_1	0.06
fa_1	0.52
inv_1	0.04
ha_1	0.34
nand2_1	0.10
nor3_1	0.26
nand4_1	0.15
a31oi_1	0.41
nor2_1	0.20
o311ai_0	0.47
a31oi_1	0.18
xnor2_1	0.17
clkdlybuf4s50_1	0.48
cells by family (layout without fill, tap and decap cells):
logic type / after synthesis / count (layout)
XOR/XNOR: 76 / 76
buffers and inverters: 306 / 277
adder cells (fa/ha/maj): 185 / 185
AND-OR/OR-AND: 551 / 551
multiplexers: 6 / 6
AND/OR/NAND/NOR: 314 / 314
layout make-up:
type                       instances  area share [%]
inverter                         151            5.00
multi-input combinational       1132            80.4
tap                              448            4.94
timing repair buffer             126            9.67
Power is estimated from default activity; no workload was simulated.
