--- design.v ---
module adder_level (op1, op2, c_in, result, c_out);
  input [3 : 0] op1;
  wire signed [3 : 0] op1;
  input [3 : 0] op2;
  wire signed [3 : 0] op2;
  input c_in;
  wire c_in;
  output [3 : 0] result;
  wire signed [3 : 0] result;
  output c_out;
  wire c_out;
  wire [3 : 0] carry_0_result;
  wire [3 : 0] carry_1_result;
  wire carry_0_c_out;
  wire carry_1_c_out;
  ripple_carry_adder carry_0_adder (
    .op1(op1),
    .op2(op2),
    .c_in(1'b0),
    .result(carry_0_result),
    .c_out(carry_0_c_out)
  );
  ripple_carry_adder carry_1_adder (
    .op1(op1),
    .op2(op2),
    .c_in(1'b1),
    .result(carry_1_result),
    .c_out(carry_1_c_out)
  );
  mux2to1 result_selector (
    .in0(carry_0_result),
    .in1(carry_1_result),
    .sel(c_in),
    .out(result)
  );
  mux2to1 #(.w(1)) carry_selector (
    .in0(carry_0_c_out),
    .in1(carry_1_c_out),
    .sel(c_in),
    .out(c_out)
  );
endmodule
module carry_select_adder (op1, op2, c_in, result);
  input [16 : 0] op1;
  wire signed [16 : 0] op1;
  input [16 : 0] op2;
  wire signed [16 : 0] op2;
  input c_in;
  wire c_in;
  output [31 : 0] result;
  wire signed [31 : 0] result;
  wire [2 : 0] inter_level_carry;
  wire signed [16 : 0] partial_result;
  genvar i;
  generate
    for(i = 0 ; i < 4 ; i = i + 1) begin: adder_levels
      if(i == 0) begin
        ripple_carry_adder #(.w(5)) first_level (.op1(op1[4 : 0]), .op2(op2[4 : 0]), .c_in(c_in), .result(partial_result[4 : 0]), .c_out(inter_level_carry[0]));
      end else if(i == 3) begin
        adder_level last_level (.op1(op1[16 : 13]), .op2(op2[16 : 13]), .c_in(inter_level_carry[2]), .result(partial_result[16 : 13]), .c_out());
      end else begin
        adder_level inter_level (.op1(op1[4*i+4 -: 4]), .op2(op2[4*i+4 -: 4]), .c_in(inter_level_carry[i-1]), .result(partial_result[4*i+4 -: 4]), .c_out(inter_level_carry[i]));
      end
    end
  endgenerate
  sign_extend #(.w(17), .n(15)) extend_to_32 (
    .in(partial_result),
    .out(result)
  );
endmodule
module full_adder_cell (x, y, c_in, z, c_out);
  input x;
  wire x;
  input y;
  wire y;
  input c_in;
  wire c_in;
  output z;
  wire z;
  output c_out;
  wire c_out;
  assign z = x ^ y ^ c_in;
  assign c_out = (x & y) | (y & c_in) | (x & c_in);
endmodule
module mux2to1 #(parameter w = 4) (in0, in1, sel, out);
  input [w-1 : 0] in0;
  wire [w-1 : 0] in0;
  input [w-1 : 0] in1;
  wire [w-1 : 0] in1;
  input sel;
  wire sel;
  output [w-1 : 0] out;
  wire [w-1 : 0] out;
  assign out = (sel == 1'b0 ? in0 : {w{1'bz}});
  assign out = (sel == 1'b1 ? in1 : {w{1'bz}});
endmodule
module ripple_carry_adder #(parameter w = 4) (op1, op2, c_in, result, c_out);
  input [w-1 : 0] op1;
  wire signed [w-1 : 0] op1;
  input [w-1 : 0] op2;
  wire signed [w-1 : 0] op2;
  input c_in;
  wire c_in;
  output [w-1 : 0] result;
  wire signed [w-1 : 0] result;
  output c_out;
  wire c_out;
  wire [w-2 : 0] internal_carry;
  genvar i;
  generate
    for(i = 0 ; i < w ; i = i + 1) begin: full_adder_cells
      if(i == 0) begin
        full_adder_cell first_cell (.x(op1[0]), .y(op2[0]), .c_in(c_in), .z(result[0]), .c_out(internal_carry[0]));
      end else if(i == w - 1) begin
        full_adder_cell last_cell (.x(op1[w-1]), .y(op2[w-1]), .c_in(internal_carry[w-2]), .z(result[w-1]), .c_out(c_out));
      end else begin
        full_adder_cell internal_cell (.x(op1[i]), .y(op2[i]), .c_in(internal_carry[i-1]), .z(result[i]), .c_out(internal_carry[i]));
      end
    end
  endgenerate
endmodule
module sign_extend #(parameter w = 16, parameter n = 1) (in, out);
  input [w-1 : 0] in;
  wire signed [w-1 : 0] in;
  output [w-1+n : 0] out;
  wire signed [w-1+n : 0] out;
  assign out = {{n{in[w-1]}}, in};
endmodule
--- run.sh ---
#!/bin/bash
# OpenROAD 26Q1-2900-gdf79404cd8, Yosys 0.63+post, stock flow scripts
make -C /OpenROAD-flow-scripts/flow DESIGN_CONFIG=/design/flow/config.mk WORK_HOME=/design/flow/orfs finish
--- config.mk ---
export PLATFORM = sky130hd
export DESIGN_NAME = carry_select_adder
export DESIGN_NICKNAME = carry_select_adder
export VERILOG_FILES = /design/flow/design.v
export SDC_FILE = /design/flow/constraint.sdc
export NUM_CORES = 4
export LEC_CHECK = 1
export CORE_AREA = 10 10 70 70
export DIE_AREA = 0 0 80 80
--- constraint.sdc ---
current_design carry_select_adder

set clk_period 3.3
set clk_io_pct 0.2

create_clock -name clk0 -period $clk_period

set non_clock_inputs [all_inputs -no_clocks]
set_input_delay [expr $clk_period * $clk_io_pct] -clock clk0 $non_clock_inputs
set_output_delay [expr $clk_period * $clk_io_pct] -clock clk0 [all_outputs]
==> deck_impl_summary.md <==
Synthesis and Place & Route Summary

Floorplan
  – Pre-Place Util: 18.3%
  – Die Y-Extent: 80 um
  – Core Region: 0.00342 sq mm
  – Row count: 21
  – Die X: 80 um
  – IO Count: 67
  – Die area: 0.00640 sq mm

Run
  – Tool Warnings: 33
  – MaxCap Viol Count: 0

Critical path
  – Crit path DRT: 2640 ps
  – CP peak stage delay: 430 ps
  – CP Class: in -> out
  – Startpoint types: primary input
  – Slowest cell on crit path: clkdlybuf4s50_1
  – Crit path cell chain: clkdlybuf4s50_1 -> fa_2 -> fa_2 -> xor3_1 -> buf_6 -> buf_6 -> dlygate4sd2_1
  – Crit path DAT: 2580 ps
  – Crit-path max FO: 3
  – Setup crit end kind: output port

Logic synthesis
  – Synth Warn #: 16
  – Distinct lib cells used: 5
  – Syn Area/Cell: 9.93 sq um
  – Register area share after synthesis: 0%
  – Commonest cells in the netlist: 32 x buf_4, 14 x inv_1, 10 x fa_1
  – Post-synthesis cell area: 626 sq um
  – Yosys chip area: 626 sq um
  – Top-count cell post-synth: buf_4
  – Post-Syn Instances: 63
  – Main area contributors after synthesis: buf_4 38%, fa_1 32%, xor3_1 15%
  – Synth top area share: 38.4%
  – Area leader, netlist: buf_4
  – Yosys cell count: 63

Global route
  – Total GRT Usage: 5.65%
  – GRT met2 Usage: 9.71%
  – GR Overflow Total: 0
  – Antenna violations before repair: 0
  – GRT Max-Usage Layer: met2
  – Largest net degree at the start of global routing: 6
  – M3 GR Usage: 2.50%
  – Met1 GRT Util: 6.77%
  – Vias in the first global route: 574
  – First-pass GRT wire length: 2940 um

STA
  – Min cycle time layout: 3240 ps
  – Cycle use final: 98.2%
  – Worst-Margin Slew: 147 ps
  – Final setup fails: 0
  – Final Hold Viols: 0
  – Setup tns final: 0 ps
  – Fmax: 308 MHz
  – RSZ-0062 raised after global routing: true
  – Final worst slack: 58.4 ps
  – Max Slew Vio Count: 0
  – Worst rel slew slack: 90.2%

Cells and area
  – Flops: 0
  – Filler cell count: 338
  – Layout cells sized above 1: 23.3%
  – FF+latch area: 0 sq um
  – Final Instance Area: 0.00117 sq mm
  – Layout area overhead: 86.6%
  – CLK BUF: 0

Power
  – PwrDens: 188 mW/mm^2
  – Max VDD drop: 0.128 mV
  – Static leakage: 0.528 nW
  – Tot Pwr: 220 uW

Route
  – DRC: 0
  – Drt total wl: 1960 um
  – Routed vias: 510
  – Iteration-0 DRC Markers: 1
  – Drt via density: 3.42
  – TritonRoute pass-1 iters: 2
  – Diodes inserted: 0
  – DR WL/cell: 13.2 um
  – Post-DRT Antenna Nets: 0

Placed design
  – GPL Wtd Cong: 0.767
  – Hpwl dp: 1770 um
  – # port buffers: 67
  – Placed inst area: 0.00112 sq mm
  – Placement Setup Slack: -683 ps

Hold path
  – Min-Delay Path Class: in -> out

Run status
  – Outcome: completed

Clocking
  – Hold Buf Count CTS: 0
-- per-stage QoR --
step / instances / util, % / hold slack, ps
after global routing: 149 / 34.2 / 2110
final: 149 / 34.2 / 2080
after global placement: 145 / 32.8 / 2330
after CTS: 149 / 34.2 / 2090
after detailed placement: 145 / 32.8 / 2330
after floorplan: 63 / - / 1520
-- layout by cell type, fill, tap and decap left out, drive strengths merged --
cell	n
clkdlybuf4s50	40
fa	10
dlygate4sd2	18
ha	3
inv	14
buf	7
xor3	4
clkdlybuf4s15	7
-- cell families after synthesis --
group / synth area share (%)
xor+xnor: 15.2
fa+ha+maj: 38.0
buf+inv: 46.8
-- layout make-up --
class	instances	area (sq um)	area share (%)
multi-input cells	17	363	31.1
inverters	14	52.6	4.50
repair buffers	72	694	59.5
well taps	46	57.6	4.93
-- timing repair --
item,CTS,global route
endpoints found under the setup margin,24,6
gates cloned,1,0
gates resized,61,0
pin swaps,15,3
buffers inserted,3,0
-- critical path, delay by kind of cell --
family | cells | cell delay, ps
XOR/XNOR | 1 | 240
adder cells (fa/ha/maj) | 2 | 760
buffers and inverters | 4 | 920
-- routing by layer --
metal,part of all wire (%),up-vias
li1,-,230
met1,35,252
met2,53,28
met3,12,0
met4,0,0
met5,0,-
-- where the power goes --
part / switching (mW) / internal (mW)
Clock: 0 / 0
Sequential: 0 / 0
Combinational: 0.0556 / 0.164
Total: 0.0556 / 0.164
-- path summary, 6_finish.rpt --
path | startpoint | slack, ps | cells after the start | end
max | op1[14] | 60 | 7 | result[18]
min | op2[4] | 2080 | 3 | result[4]
Power is estimated from default activity; no workload was simulated.
