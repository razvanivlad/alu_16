==> flow/design.v <==
module bit_concat #(parameter w = 16) (in1, in2, out);
  input [w-1 : 0] in1;
  wire [w-1 : 0] in1;
  input [w-1 : 0] in2;
  wire [w-1 : 0] in2;
  output [2*w-1 : 0] out;
  wire [2*w-1 : 0] out;
  assign out = {in1, in2};
endmodule
module bit_not (in, out);
  input in;
  wire in;
  output out;
  wire out;
  assign out = ~in;
endmodule
module half_adder_cell (x, y, z, c_out);
  input x;
  wire x;
  input y;
  wire y;
  output z;
  wire z;
  output c_out;
  wire c_out;
  assign z = x ^ y;
  assign c_out = x & y;
endmodule
module not_gate #(parameter w = 16) (in, out);
  input [w-1 : 0] in;
  wire [w-1 : 0] in;
  output [w-1 : 0] out;
  wire [w-1 : 0] out;
  genvar i;
  generate
    for(i = 0 ; i < w ; i = i + 1) begin: bit_gates
      bit_not bit_gate (.in(in[i]), .out(out[i]));
    end
  endgenerate
endmodule
module operands_negator (op1, op2, result);
  input [15 : 0] op1;
  wire signed [15 : 0] op1;
  input [15 : 0] op2;
  wire signed [15 : 0] op2;
  output [31 : 0] result;
  wire [31 : 0] result;
  wire [15 : 0] neg_op1;
  wire [15 : 0] neg_op2;
  sign_negator sign_1 (
    .in(op1),
    .out(neg_op1)
  );
  sign_negator sign_2 (
    .in(op2),
    .out(neg_op2)
  );
  bit_concat pack (
    .in1(neg_op1),
    .in2(neg_op2),
    .out(result)
  );
endmodule
module plus_1_adder (in, out);
  input [15 : 0] in;
  wire signed [15 : 0] in;
  output [15 : 0] out;
  wire signed [15 : 0] out;
  bit_not first_bit (
    .in(in[0]),
    .out(out[0])
  );
  wire [13 : 0] inter_carry;
  genvar i;
  generate
    for(i = 1 ; i < 16 ; i = i + 1) begin: cells
      if(i == 1) begin
        half_adder_cell hac (.x(in[1]), .y(in[0]), .z(out[1]), .c_out(inter_carry[0]));
      end else if(i == 15) begin
        half_adder_cell hac (.x(in[15]), .y(inter_carry[13]), .z(out[15]), .c_out());
      end else begin
        half_adder_cell hac (.x(in[i]), .y(inter_carry[i-2]), .z(out[i]), .c_out(inter_carry[i-1]));
      end
    end
  endgenerate
endmodule
module sign_negator (in, out);
  input [15 : 0] in;
  wire signed [15 : 0] in;
  output [15 : 0] out;
  wire signed [15 : 0] out;
  wire [15 : 0] not_in;
  not_gate gate (
    .in(in),
    .out(not_in)
  );
  plus_1_adder adder (
    .in(not_in),
    .out(out)
  );
endmodule
==> flow/run.sh <==
#!/bin/bash
# OpenROAD 26Q1-2900-gdf79404cd8, Yosys 0.63+post, stock flow scripts
make -C /OpenROAD-flow-scripts/flow DESIGN_CONFIG=/design/flow/config.mk WORK_HOME=/design/flow/orfs finish
==> flow/config.mk <==
export PLATFORM = sky130hd
export DESIGN_NAME = operands_negator
export DESIGN_NICKNAME = operands_negator
export VERILOG_FILES = /design/flow/design.v
export SDC_FILE = /design/flow/constraint.sdc
export NUM_CORES = 4
export LEC_CHECK = 1
export CORE_AREA = 10 10 75 75
export DIE_AREA = 0 0 85 85
==> flow/constraint.sdc <==
current_design operands_negator

set clk_period 7.6
set clk_io_pct 0.2

create_clock -name clk0 -period $clk_period

set non_clock_inputs [all_inputs -no_clocks]
set_input_delay [expr $clk_period * $clk_io_pct] -clock clk0 $non_clock_inputs
set_output_delay [expr $clk_period * $clk_io_pct] -clock clk0 [all_outputs]
==> qor.csv <==
stage,metric,value,unit
floorplanning,DIE AREA,7230,sq um
critical_path,worst-path maximum fanout,2,
sta,slew margin rel.,0.915,
sta,Final Hold Fails,0,
sta,RSZ-0062 raised after global routing,false,
clock_network,cts hold-fix bufs,0,
floorplanning,Chip Height,85,um
cells_and_area,clock buffers,0,
global_routing,first-pass GRT wire length,2.77,mm
synthesis,yosys synthesis chip area,721,sq um
synthesis,Synth Instances,92,
min_path,min-delay worst type,in2out,
sta,setup TNS,0,ns
critical_path,crit path from,op2[0],
routing,ant diodes,0,
critical_path,CP endpoint kind,output pin,
routing,Post-route DRC,0,
global_routing,gr busiest metal,met2,
synthesis,mapped cell area,721,sq um
routing,iteration count of the initial detailed-routing pass,1,
sta,worst-margin pin slew,0.126,ns
min_path,HP Start,op2[0],
cells_and_area,Area growth syn-to-layout,64.2,%
power,"Power, Total",0.0000452,W
cells_and_area,share of cells above drive strength 1,0,
critical_path,CP max stage delay,0.49,ns
synthesis,top cell type's share of synthesized area,0.486,
global_routing,met1 usage,0.0485,
placed_design,DP Area,1180,sq um
cells_and_area,FF/Latch Area,0,sq um
cells_and_area,Final Cell Area,1180,sq um
clock_network,post-CTS sizing,0,
critical_path,arrival time of the worst setup path,5.17,ns
critical_path,worst path required time,6.08,ns
critical_path,worst path cell trace,clkdlybuf4s50_1 -> inv_1 -> ha_1 -> ha_1 -> ha_1 -> ha_1 -> ha_1 -> ha_1 -> ha_1 -> ha_1 -> ha_1 -> ha_1 -> ha_1 -> ha_1 -> ha_1 -> ha_1 -> xnor2_1 -> clkdlybuf4s50_1,
power,"IR drop worst, VDD",0.0145,mV
floorplanning,I/O pin count,64,
synthesis,Post-Syn Area per Cell,7.83,sq um
critical_path,WS Path Type,in2out,
synthesis,yosys warns,0,
synthesis,main area contributors,"ha_1, buf_4, inv_1",
critical_path,crit path launch type,primary input,
routing,DRT iter0 DRCs,0,
placed_design,GPL Wtd Cong,0.701,
critical_path,most used cell along the critical path,ha_1,
routing,via count,584,
sta,period utilization,0.880,
sta,number of setup violations in the final report,0,
routing,final WL,1.74,mm
critical_path,CP max-delay cell,clkdlybuf4s50_1,
cells_and_area,flip-flops,0,
synthesis,most numerous cell in the Yosys netlist,buf_4,
synthesis,Commonest cells post-synth,"buf_4, inv_1, ha_1, xnor2_1",
synthesis,Synth cell types,4,
global_routing,GRT Total Usage,0.0438,
floorplanning,Floorplan Utilization,0.178,
synthesis,Synth Seq Share,0,
global_routing,"Remaining Overflow, GRT",0,
run,max-cap violations,0,
global_routing,GR Util met2,0.0668,
outcome,status,"complete, no violations",
sta,Final WS setup,0.912,ns
global_routing,vias in the first global route,632,
placed_design,final HPWL from detailed placement,1.70,mm
sta,Peak Freq,150,MHz
synthesis,"area leader, netlist",ha_1,
clock_network,# Post-CTS Setup Buffers,0,
routing,antenna-violating nets left,0,
sta,Pins Over Slew Limit,0,
global_routing,met3 usage,0.0376,
routing,DR vias/cell,3.36,
run,tool warnings,32,
placed_design,Place WS,0.858,ns
placed_design,IO buf count,64,
routing,Routed wire per std cell,9.99,um
global_routing,initial antenna violation count,0,
floorplanning,core area,4060,sq um
sta,Final min period,6.69,ns
power,PD cells,38.2,nW/um^2
floorplanning,Die X,85,um
global_routing,largest net degree at the start of global routing,3,
floorplanning,Site Rows,23,
power,Pleak,0.662,nW
synthesis,Yosys Instances,92,
per-stage QoR:
stage               cells   util  hold slack, ns
finish                174  0.292            3.87
global route          174  0.292            3.91
CTS                   174  0.292            3.88
detailed placement    174  0.292            3.88
global placement      174  0.292            3.88
floorplan              92      -            3.11
cell usage in the layout (no fill, tap or decap):
master           Yosys  final
xnor2_1              2      2
ha_1                28     28
clkdlybuf4s50_1      0     64
inv_1               30     30
worst max-delay path: cells and delay by family:
family | cells | cell delay, ns
xor gates and xnor gates | 1 | 0.14
adders and majority gates | 14 | 2.53
buffers and inverters | 3 | 1.00
metal layers:
metal	vias to the layer above	part of all wire
li1	306	-
met1	234	0.38
met2	44	0.40
met3	0	0.22
met4	0	0
met5	-	0
cell families after synthesis:
logic type,share of synthesized area
xor gates and xnor gates,0.0243
adders and majority gates,0.486
buffers and inverters,0.490
power by group:
group	internal (W)	total (W)	leakage, nW	switching [W]
registers	0	0	0	0
clock network	0	0	0	0
logic	0.0000358	0.0000452	0.662	0.00000942
total	0.0000358	0.0000452	0.662	0.00000942
final timing paths:
path / to / cells past startpoint
setup / recovery: result[15] / 18
hold / removal: result[0] / 2
final cells by class:
cell class | count | area (sq um)
Fill cell | 417 | 2870
Inverter | 30 | 113
Multi-Input combinational cell | 30 | 368
Tap cell | 50 | 62.6
Timing Repair Buffer | 64 | 641
Power figures rest on the tool's default switching activity, not on a simulated workload.
